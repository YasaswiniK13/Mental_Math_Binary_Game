$ cat ./design.v
module Game_Controller(Password_Enter, Passed, Load_P1_In, RNG_Gen_In, Load_P1_Out, RNG_Gen_Out, clk, rst, 
                       Timer_enable, Timer_reconfig, DigitTime_Out);	
 input Password_Enter, Passed, Load_P1_In, RNG_Gen_In;
 input DigitTime_Out;
 output Load_P1_Out, RNG_Gen_Out;
 output Timer_enable, Timer_reconfig;
 input clk, rst;
 reg Load_P1_Out, RNG_Gen_Out;
 reg Timer_enable, Timer_reconfig;
 parameter Initial=1, Reconfig_Timer=2, Wait_For_Game_Start=3, Game_Play=4, Game_Over=5;
 reg [3:0]State;
 always@(posedge clk)begin
  if(rst==1'b0)begin
      Load_P1_Out<=1'b0; RNG_Gen_Out<=1'b1; Timer_enable<=1'b0; Timer_reconfig<=1'b0;
      State<=Initial; 
     end
   else
     begin
        case(State)
          Initial:begin
              Load_P1_Out<=1'b0; RNG_Gen_Out<=1'b1; Timer_enable<=1'b0; Timer_reconfig<=1'b0;
               if(Passed==1'b1)begin
                  State<=Reconfig_Timer;
                  end
               else
                  begin
                  State<=Initial;
                  end
          end
          Reconfig_Timer:begin
             Timer_reconfig<=1'b1;
	          State<=Wait_For_Game_Start;	
          end
	       Wait_For_Game_Start:begin
             Timer_reconfig<=1'b0;
	          if(Password_Enter==1'b1)begin
		            Timer_enable<=1'b1;
	               State<=Game_Play;
	          end
	          else begin
                State<=Wait_For_Game_Start;
	          end
	      end
         Game_Play:begin
	          Load_P1_Out<=Load_P1_In; RNG_Gen_Out<=RNG_Gen_In;
	          if(DigitTime_Out==1'b1)begin
						State<=Game_Over;
				 end
	          else begin
		          State<=Game_Play;
		       end
	     end
        Game_Over:begin
	          Timer_enable<=1'b0; Load_P1_Out<=1'b0; RNG_Gen_Out<=1'b1;
	          if(Password_Enter==1'b1)begin
		          State<=Reconfig_Timer;
		       end
	          else begin
		          State<=Game_Over;
		       end
	    end  
       default:begin
              Load_P1_Out<=1'b0; RNG_Gen_Out<=1'b1; Timer_enable<=1'b0; Timer_reconfig<=1'b0;
              State<=Initial;
       end
     endcase
   end
 end
endmodule 
$ cat ./run.sh
#!/bin/bash
# OpenROAD 26Q1-2900-gdf79404cd8, Yosys 0.63+post, stock flow scripts
make -C /OpenROAD-flow-scripts/flow DESIGN_CONFIG=/design/flow/config.mk WORK_HOME=/design/flow/orfs finish
$ cat ./config.mk
export PLATFORM = sky130hd
export DESIGN_NAME = Game_Controller
export DESIGN_NICKNAME = Game_Controller
export VERILOG_FILES = /design/flow/design.v
export SDC_FILE = /design/flow/constraint.sdc
export NUM_CORES = 4
export LEC_CHECK = 1
export CORE_AREA = 10 10 70 70
export DIE_AREA = 0 0 80 80
$ cat ./constraint.sdc
current_design Game_Controller

set clk_period 1.4
set clk_io_pct 0.2

create_clock -name clk0 -period $clk_period [get_ports {clk}]

set non_clock_inputs [all_inputs -no_clocks]
set_input_delay [expr $clk_period * $clk_io_pct] -clock clk0 $non_clock_inputs
set_output_delay [expr $clk_period * $clk_io_pct] -clock clk0 [all_outputs]
==> results.txt <==
fresh numbers from the pnr run: status complete, no violations, CTS buffer count 3, # diodes 0, worst r2r src State[2]$_DFF_P_, residual DRC count 0, initial antenna violation count 0, Max stage delay on crit path 0.47 ns, vias roughly 280, flop2flop setup slack ~0.39 ns, Crit path arrival time between 1 and 1.5 ns, Via density ~3, Clock transition at path regs around 0.06 ns, minimum clock period approximately 1.3 ns, setup TNS 0 ns, RSZ-0062 raised after global routing no, clk root buf clkbuf_4, Endpoint, Worst Hold State[0]$_DFF_P_, Rel. slew slack a little over four fifths, largest net degree at the start of global routing 10, Max clock buf depth 2, Max H-tree Level 1, DP HPWL 621.1 µm, total global routing overflow 0, CTS resizes 0, # hold bufs at CTS 0, DRT antenna net count 0, FF-to-FF End Timer_reconfig$_SDFFE_PN0N_, tool warnings 25, Mean Syn Cell Area around 10 µm², Filler cells between 400 and 500, final wirelength 792 µm, Synth Seq Share 52.17%, Worst EP required 1.12 ns, top cells, area dfxtp_1 (52%), a21boi_0 (6.5%), o21ai_0 (5.8%), o21a_1 (4.3%), nand2b_1 (3.6%), iteration-0 DRC count of the detailed router 4, Worst path slowest cell clkdlybuf4s50_1, crit path buf inv count 1, VDD IR-drop max slightly above 0.4 mV, layout cells sized above 1 10.64%, max_cap viols 0, min-delay src State[0]$_DFF_P_, DR WL/cell around 8.5 µm, crit path launch type register, cycle use final between 90% and 100%, CTS tree done, CP max FO 2, core area approximately 0.0034 mm², worst hold-check path type register to register, Synth flops 9, DRT Pass-1 Iters 2, Final setup viols 0, WS Path Type register to output port, hold path depth 2, Total Power about 0.51 mW, Top-area cell share between 50% and 60%, Ports 11, leak pwr approximately 0.19 nW, P&R area growth vs syn 53.99%, critical path's top delay family buffers and inverters, Min Hold Slack between 0.4 and 0.5 ns, first-pass GRT wire length between 1 and 1.5 mm, Syn. warnings 1, GP Congestion between 0.7 and 0.8, Initial Util 10.11%, worst path cell trace clkdlybuf4s50_1, latest clock arrival within the worst-skew pair between 0.2 and 0.3 ns, P per Cell Area ~960 mW/mm², cell row count 21, Final Hold Vio Count 0, gr usage total ~2.8%, area reported by Yosys stat 345.3 µm², vias in the first global route 306, synthesized instance count 33, worst r2r path cells 2, post-synthesis cell type count 16, synthesized cell area roughly 350 µm², max-slew violation count 0, Die Width 80 µm, FMAX approximately 0.75 GHz, Die Area approximately 0.0064 mm², DIE HEIGHT approximately 80 µm, number of port buffers 10, Synth area leader dfxtp_1, postcts setup bufs 0, Worst Setup End Kind output port, Sink Count 9, clk_skew around 0.0033 ns, yosys stat cell total 33, Least-Margin Pin Slew ~0.24 ns
flip-flops by register name, indices dropped and copies added, names as in the netlist:
name / count
RNG_Gen_Out: 1
Load_P1_Out: 1
Timer_enable: 1
Timer_reconfig: 1
State: 5
routing by layer:
| layer | share of wire, % | vias up | global-route usage (%) |
|---|---|---|---|
| met5 | 0 | - | 0 |
| met1 | 51 | 122 | 3.949 |
| li1 | - | 146 | - |
| met2 | 37 | 9 | 3.371 |
| met3 | 11 | 0 | 1.932 |
| met4 | 0 | 0 | 0.7042 |
power breakdown:
part | switching [mW] | internal, mW | total, mW
Clock | 0.0818 | 0.109 | 0.191
Sequential | 0.00910 | 0.265 | 0.274
Combinational | 0.0120 | 0.0318 | 0.0438
Total | 0.103 | 0.406 | 0.509
synthesized netlist by cell type (all sizes together):
master	count
nand2	2
nor2b	2
nor4b	1
nand4bb	1
inv	1
dfxtp	9
nor3b	1
o21a	2
a21boi	4
o31a	1
nand2b	2
o21ba	1
or3b	1
a22oi	1
o21ai	4
worst max path at each step:
stage,startpoint,endpoint,slack [ns],cells after the start
after global routing,Load_P1_Out$_SDFFE_PN0N_,Load_P1_Out,0.0008,1
final,Load_P1_Out$_SDFFE_PN0N_,Load_P1_Out,0.07,1
after CTS,Timer_reconfig$_SDFFE_PN0N_,Timer_reconfig,0.04,1
cells by family after synthesis:
logic type / after synthesis / synth area share [%]
AOI/OAI and AO/OA: 13 / 26.81
buffers and inverters: 1 / 1.086
DFF: 9 / 52.17
and+or+nand+nor: 10 / 19.93
cells in the final DEF (no fill, tap or decap), types with 2 or more instances in the layout:
| cell type | n |
|---|---|
| nand2_1 | 2 |
| o21a_1 | 2 |
| nand2b_1 | 2 |
| a21boi_0 | 3 |
| clkbuf_4 | 3 |
| nor2b_1 | 2 |
| o21ai_0 | 4 |
| clkdlybuf4s50_1 | 9 |
| dfxtp_1 | 9 |
metrics by stage:
step | utilization, % | cells | area [µm²] | setup slack, ns
5_1_grt | 15.57 | 93 | 531.8 | 0.0007734
3_3_place_gp | 14.73 | 89 | 503.0 | 0.1792
2_1_floorplan | - | 33 | 345.3 | 0.4899
6_report | 15.57 | 93 | 531.8 | 0.06871
4_1_cts | 15.49 | 93 | 529.3 | 0.03687
3_5_place_dp | 14.73 | 89 | 503.0 | 0.1654
final cells by class:
| class | count | area (µm²) | area share, % |
|---|---|---|---|
| multi-input combinational | 23 | 161.4 | 30.35 |
| tap | 46 | 57.56 | 10.82 |
| clock buffer | 4 | 26.28 | 4.941 |
| inverter | 1 | 3.754 | 0.7059 |
| timing repair buffer | 10 | 102.6 | 19.29 |
| sequential | 9 | 180.2 | 33.88 |
No activity file was given, so power comes from the tool's default toggle rates.
