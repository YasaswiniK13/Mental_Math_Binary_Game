$ cat ./run.sh
#!/bin/bash
# OpenROAD 26Q1-2900-gdf79404cd8, Yosys 0.63+post, stock flow scripts
make -C /OpenROAD-flow-scripts/flow DESIGN_CONFIG=/design/flow/config.mk WORK_HOME=/design/flow/orfs finish
$ cat ./config.mk
export PLATFORM = sky130hd
export DESIGN_NAME = DigitTimer
export DESIGN_NICKNAME = DigitTimer
export VERILOG_FILES = /design/flow/design.v
export SDC_FILE = /design/flow/constraint.sdc
export NUM_CORES = 4
export LEC_CHECK = 1
export CORE_UTILIZATION = 40
$ cat ./constraint.sdc
current_design DigitTimer

set clk_period 1.8
set clk_io_pct 0.2

create_clock -name clk0 -period $clk_period [get_ports {clk}]

set non_clock_inputs [all_inputs -no_clocks]
set_input_delay [expr $clk_period * $clk_io_pct] -clock clk0 $non_clock_inputs
set_output_delay [expr $clk_period * $clk_io_pct] -clock clk0 [all_outputs]
$ cat ./design.v
module Count10(clk, rst, Time_out_100ms, Time_out_1s);
  input clk, rst;
  output Time_out_1s;
  reg Time_out_1s;
  reg [3:0]count_out1s;
  input Time_out_100ms;
  always@(posedge clk)
   begin
     if(rst==1'b0)
       begin
         count_out1s<=0;
         Time_out_1s<=1'b0;
       end
     else
       begin
         if(Time_out_100ms==1'b1)
           begin
             if(count_out1s==9)
               begin
               Time_out_1s<=1'b1;
               count_out1s<=0;
               end
             else
               begin  
               count_out1s<=count_out1s+1;
               Time_out_1s<=0;
               end
            end
           else
           Time_out_1s<=1'b0;
        end
   end
endmodule 
module Count100(clk, rst, Time_out_1ms, Time_out_100ms);
  input clk, rst;
  output Time_out_100ms;
  reg Time_out_100ms;
  reg [7:0]count_out100ms;
  input Time_out_1ms;
  always@(posedge clk)
   begin
     if(rst==1'b0)
       begin
         count_out100ms<=0;
         Time_out_100ms<=1'b0;
       end
     else
       begin
         if(Time_out_1ms==1'b1)
           begin
             if(count_out100ms==99)
               begin
               Time_out_100ms<=1'b1;
               count_out100ms<=0; 
               end  
             else
             begin 
             count_out100ms<=count_out100ms+1;
             Time_out_100ms<=1'b0;
             end
         end
        else
        Time_out_100ms<=1'b0;
      end
    end
endmodule
module Digit(clk, rst, reconfig, BDN, NBUP, BUP, NBDN, DigitCount);
 input clk, rst, reconfig;
 input BDN, NBUP;
 output [3:0]DigitCount;
 output BUP, NBDN;
 reg [3:0]DigitCount;
 reg BUP, NBDN;
 always@(posedge clk)
   begin
       if(rst==1'b0)
          begin
            DigitCount<=4'b0000;
            BUP<=1'b0;
            NBDN<=1'b0;
          end
       else
          begin
			    BUP<=1'b0;
             if(reconfig==1'b1)
                begin
                  DigitCount<=4'b1001;
						NBDN<=1'b0;
						BUP<=1'b0;
                end
             else
                begin
                   BUP<=1'b0;
                   if(BDN==1'b1)
                      begin
                         if(DigitCount==4'b0000)
                            begin
                              if(NBUP==1'b1)
                                 begin
                                   NBDN<=1'b1;
                                 end
                              else
                                 begin
                                   DigitCount<=4'b1001;
                                   BUP<=1'b1;
                                 end
                            end
                       else if(DigitCount==4'b0001)
                          begin
                            if(NBUP==1'b1)
                                 begin
                                   NBDN<=1'b1;
                                 end
                            DigitCount<=DigitCount-1;
                           end
                         else
                            begin
                              DigitCount<=DigitCount-1;
                              NBDN<=1'b0;
                            end
                      end
                  else
                      begin
                        DigitCount<=DigitCount;
                      end
               end
         end
    end
endmodule    
module DigitTimer(clk, rst, enable, reconfig, DigitTime_out, DigitCount1, DigitCount2);
  input clk, rst, enable, reconfig;
  output DigitTime_out;
  output [3:0]DigitCount1;
  output [3:0]DigitCount2;
  wire Time_out_1s, BUPDn1, NBDNUp2, BUP2;
  Digit Digit1(clk, rst, reconfig, Time_out_1s, NBDNUp2, BUPDn1, DigitTime_out, DigitCount1);
  Digit Digit2(clk, rst, reconfig, BUPDn1, 1'b1, BUP2, NBDNUp2, DigitCount2);
  OneSec_Timer OneSec_Timer1(clk, rst, enable, Time_out_1s);
endmodule
module OneSec_Timer(clk, rst, enable, Time_out_1s);
 input clk,rst,enable;
 output Time_out_1s;
 wire Time_out_1ms, Time_out_100ms;
 One_ms_Timer One_ms_Timer1(clk, rst, enable, Time_out_1ms);
 Count100 Count100_1(clk, rst, Time_out_1ms, Time_out_100ms);
 Count10 Count10_1(clk, rst, Time_out_100ms, Time_out_1s);
endmodule 
module One_ms_Timer(clk, rst, enable, Time_out_1ms);
  input clk, rst;
  input enable;
  output Time_out_1ms;
  reg Time_out_1ms;
  reg [15:0] LFSR;
  wire feedback = LFSR[15];
  always @(posedge clk)
  begin
     if(rst==1'b0)
       begin
         LFSR<=16'b0000000000000000;
         Time_out_1ms<=1'b0;
       end
     else
       begin
         Time_out_1ms<=1'b0;
         if(enable==1'b1)
           begin  
            if(LFSR==16'b1001001001001001)
              begin
               Time_out_1ms<=1'b1;
               LFSR<=16'b0000000000000000;
              end
           else
              begin
               LFSR[0] <= feedback;
               LFSR[1] <= LFSR[0];
               LFSR[2] <= LFSR[1] ~^ feedback;
               LFSR[3] <= LFSR[2] ~^ feedback;
               LFSR[4] <= LFSR[3];
               LFSR[5] <= LFSR[4] ~^ feedback;
               LFSR[6] <= LFSR[5];
               LFSR[7] <= LFSR[6];
               LFSR[8] <= LFSR[7];
               LFSR[9] <= LFSR[8];
               LFSR[10] <= LFSR[9];
               LFSR[11] <= LFSR[10];
               LFSR[12] <= LFSR[11];
               LFSR[13] <= LFSR[12];
               LFSR[14] <= LFSR[13];
               LFSR[15] <= LFSR[14];
              Time_out_1ms<=1'b0;
              end
          end
        else
          begin
          Time_out_1ms<=1'b0;
          end
       end
    end
endmodule
==> deck_impl_summary.md <==
Synthesis and Place & Route Summary

Status
  – Status: finished, final reports clean

Run
  – Number of max-cap violations: 0
  – Tool warnings: 26

Worst hold path
  – Hold depth: 1
  – Hold wc startpoint: OneSec_Timer1.One_ms_Timer1.LFSR[6]
  – Worst hold path type: flip-flop to flip-flop
  – WHS Endpoint: OneSec_Timer1.One_ms_Timer1.LFSR[7]

Synthesis
  – Yosys warning tally: 4
  – Top cells by area: dfxtp_1 (47%), mux2i_1 (6.2%), nor2b_1 (5.2%)
  – Post-synth ARST share: 0%
  – Synthesized flop and latch total: 42
  – Top cells by count: dfxtp_1 (42), nor2b_1 (15), mux2i_1 (11), nor2_1 (11), a21oi_1 (9)
  – EDFF count, synth: 0
  – Number of cells in Yosys stat: 177
  – Top-count cell post-synth: dfxtp_1
  – Post-synth seq share: 46.99%
  – Post-synth top area cell: dfxtp_1
  – Mean Syn Cell Area: 10.11 µm²
  – Synthesized area: 0.001789 mm²
  – Top-area cell share: 46.99%
  – Chip Area, Yosys: 0.001789 mm²
  – Ys flop type: dfxtp_1
  – Cells after Synth: 177
  – Unique masters post-synth: 42

Routing
  – Post-DRT Antenna Nets: 0
  – Post-DR vias/cell: 5.320
  – DRC: 0
  – Drt total wl: 3053 µm
  – Routed len/inst: 12.36 µm
  – DR iter-0 viols: 59
  – Drt first pass iters: 4
  – Vias: 1314
  – Diode count: 0

Floorplanning
  – Core Util at FP: 43.18%
  – Die Ht: 68.88 µm
  – Total core area: 0.004144 mm²
  – # rows: 23
  – Die area: 0.004744 mm²
  – Io pins: 13
  – Chip Width: 68.88 µm

Global route
  – First-pass GRT wire length: 5043 µm
  – Vias in the first global route: 1121
  – Grt total ovfl: 0
  – Initial antenna violation count: 0
  – Largest net degree at the start of global routing: 14
  – Gr usage total: 14.47%

Final timing
  – Final worst slack: 0.1898 ns
  – Least-Margin Pin Slew: 0.4748 ns
  – RSZ-0062 raised after global routing: false
  – Setup-failing EPs final: 0
  – Final tally of max-slew violations: 0
  – Relative slew slack: 67.90%
  – F_max: 621.0 MHz
  – Fin crit share: 89.46%
  – Final hold violation count: 0
  – Setup_tns: 0 ns
  – Layout Skew: 0.008407 ns
  – Final min period: 1.610 ns

Clock tree
  – H-tree levels: 2
  – Clock buffer depth: 2
  – Cts hold-fix bufs: 0
  – CTS clk-pin slew, worst paths: 0.08 ns
  – Latency at later pin: 0.29 ns
  – Clock root buffer: clkbuf_8
  – Clock Sink Count: 42
  – Post-cts sizing count: 0
  – CTS Buf Count: 5
  – CTS tree: done
  – Setup Buffers After CTS: 0

Placement
  – Placed inst area: 0.001994 mm²
  – RePlAce Congestion: 0.7909
  – Port-buffer cells: 12
  – Dpl ws: 0.1916 ns
  – DPL Wire Length: 2146 µm

Final layout
  – Fill cell count: 382
  – Area Overhead vs Synth: 15.87%
  – Design area: 0.002073 mm²
  – Comb area: 914.6 µm²
  – Fraction of layout cells with a size suffix above 1: 8.629%
  – Register area: 840.8 µm²

Worst setup path
  – Reg2reg path depth: 5
  – CP Class: flip-flop to flip-flop
  – Worst setup EP type: flip-flop
  – Crit. path cell count: 5
  – Slowest CP cell: or3b_1
  – Worst Path Required: 1.98 ns
  – Worst Path Arrival: 1.79 ns
  – Crit-path cells: inv_1 -> ha_1 -> or3b_1 -> a211o_1 -> and3_1
  – Reg2reg start: Digit2.DigitCount[0]
  – Worst path max stage delay: 0.42 ns
  – WP buf/inv: 1
  – R2R Path End: Digit2.DigitCount[0]
  – Critical path launch point type: flip-flop
  – CP Max Fanout: 6
  – R2R Setup Slk: 0.19 ns
  – CP top delay family: simple AND/OR/NAND/NOR gates

Pwr
  – PwrDens: 775.3 mW/mm²
  – Worst vdd ir: 0.0004593 V
  – Static Leakage: 0.7409 nW
## worst reg2reg max path, cell delays in order, from the launching register on
cell and delay [ns]:
dfxtp_1 0.36, inv_1 0.07, ha_1 0.20, or3b_1 0.42, a211o_1 0.30, and3_1 0.15
## stage by stage
stage	hold slack [ns]	std cells	util, %	power (mW)
2_1_floorplan	0.4549	177	-	1.035
3_3_place_gp	0.4755	240	48.13	1.079
3_5_place_dp	0.4799	240	48.13	1.082
4_1_cts	0.4855	247	50.03	1.637
5_1_grt	0.5188	247	50.03	1.694
6_report	0.4790	247	50.03	1.607
## logic make-up after synthesis
family	synth area share (%)
AOI/OAI and AO/OA	13.08
buffers and inverters	1.888
xor gates and xnor gates	4.895
DFF	46.99
and+or+nand+nor	24.27
adders and majority gates	2.098
muxes	6.783
## where the power goes
group | switching [mW] | total [mW] | internal [mW]
clock | 0.288 | 0.548 | 0.260
sequential | 0.0159 | 0.959 | 0.944
combinational | 0.0429 | 0.0999 | 0.0569
## per-layer routing
layer / GRT usage (%) / up-vias / wire length (µm) / share of wire, %
met1: 21.75 / 613 / 1603 / 53
met2: 22.09 / 18 / 1305 / 43
met3: 3.500 / 5 / 111 / 3.6
met5: 0 / - / 0 / 0
li1: - / 678 / - / -
met4: 2.041 / 0 / 32 / 1.0
## worst max-delay path by stage
stage | start | end | slack [ns]
4_1_cts | Digit2.DigitCount[0] | Digit2.DigitCount[0] | 0.19
5_1_grt | Digit2.DigitCount[0] | Digit2.DigitCount[0] | 0.11
6_report | Digit2.DigitCount[0] | Digit2.DigitCount[0] | 0.19
## flip-flops by register name (all words and copies together) (netlist names)
signal	cells
Digit1.BUP	1
Digit1.DigitCount	4
Digit1.NBDN	1
Digit2.DigitCount	4
Digit2.NBDN	1
OneSec_Timer1.Count100_1.Time_out_100ms	1
OneSec_Timer1.Count100_1.count_out100ms	8
OneSec_Timer1.Count10_1.Time_out_1s	1
OneSec_Timer1.Count10_1.count_out1s	4
OneSec_Timer1.One_ms_Timer1.LFSR	16
OneSec_Timer1.One_ms_Timer1.Time_out_1ms	1
## area by class of cell
| type | instances | share of cell area (%) |
|---|---|---|
| clock buffers | 5 | 3.319 |
| clock inverters | 2 | 0.4828 |
| inverters | 3 | 0.5431 |
| multi-input cells | 127 | 44.12 |
| flip-flops and latches | 42 | 40.56 |
| well taps | 50 | 3.017 |
| repair buffers | 18 | 7.966 |
## cells in the final DEF (no fill, tap or decap), types with 2 or more instances in the layout
cell type / Yosys / final
dfxtp_1: 42 / 42
o211ai_1: 2 / 2
nor3_1: 3 / 3
clkdlybuf4s50_1: 0 / 12
clkinv_2: 0 / 2
mux2i_1: 11 / 11
a21boi_0: 2 / 2
or4_1: 2 / 2
nor2b_1: 15 / 15
nand2_1: 7 / 7
nand2b_1: 3 / 3
nor4b_1: 4 / 4
clkbuf_8: 0 / 5
xnor2_1: 6 / 6
xor2_1: 4 / 4
ha_1: 3 / 3
a22o_1: 6 / 6
nand4_1: 3 / 3
or3_1: 4 / 4
and2_1: 3 / 3
a21oi_1: 9 / 9
inv_1: 3 / 3
nor4bb_1: 3 / 3
nor2_1: 11 / 11
nand3_1: 4 / 4
o21ai_0: 5 / 5
buf_4: 0 / 6
No activity file was given, so power comes from the tool's default toggle rates.
