===== flow/design.v =====
module ROM_Authentication(Password_Enter, Password, Logged_In, Logged_Out, clk, rst, Passed, q_ROM, ROM_addr);	
 input Password_Enter;
 input [3:0]Password;
 output Passed;
 input [3:0]q_ROM;
 reg [3:0]ROM_Data; 
 output [4:0]ROM_addr;
 output Logged_In, Logged_Out;
 input clk, rst;
 reg Logged_In, Logged_Out;
 reg Passed;
 reg [1:0]Cnt; reg [4:0]ROM_addr;
 parameter Check_Button=0, Fetching_ROM_WD=1, ROM_Cycle1=2, ROM_Cycle2=3, ROM_Catch=4, Compare=5, 
 Cnt_CMP=6, Verify=7, Success=8;
 reg [3:0]State;
 reg SFSG;
 reg [3:0]Password_AC;
 always@(posedge clk)begin
  if(rst==1'b0)begin
      SFSG<=1'b1;
      Logged_In<=1'b0; Logged_Out<=1'b1; Passed<=1'b0; Cnt<=2'b00;
      State<=Check_Button; ROM_addr<=5'b00000;
     end
   else
     begin
        case(State)
            Check_Button:begin
               Logged_In<=1'b0; Logged_Out<=1'b1; Passed<=1'b0;
               if(Password_Enter==1'b1)begin
                   State<=Fetching_ROM_WD;
               end
               else begin
                   State<=Check_Button;
               end
            end
            Fetching_ROM_WD:begin
		Password_AC<=Password;
               ROM_addr<={3'b000, Cnt};
               State<=ROM_Cycle1;
            end
            ROM_Cycle1:begin
               State<=ROM_Cycle2;
            end
            ROM_Cycle2:begin
               State<=ROM_Catch;
            end
            ROM_Catch:begin
                ROM_Data<=q_ROM;
                State<=Compare;
            end
            Compare:begin
                if(Password_AC!=ROM_Data)begin
                         SFSG<=1'b0;
                       State<=Cnt_CMP;
                end
                else begin
                       SFSG<=1'b1;
                       State<=Cnt_CMP;
                end
            end
            Cnt_CMP:begin
                if(Cnt==2'b11)begin
                   State<=Verify;
                end
                else begin
                  Cnt<=Cnt+1;
                   State<=Check_Button;
                end
            end
            Verify:begin
               if(SFSG==1'b1)begin       
                  State<=Success;
                 end
               else
                 begin
                  State<=Check_Button;
                 end
            end
            Success:begin
                   Passed<=1'b1;
						Logged_In<=1'b1; Logged_Out<=1'b0;
             end
           default:begin
              SFSG<=1'b1;
              Logged_In<=1'b0; Logged_Out<=1'b1; Passed<=1'b0;
              State<=Check_Button;
           end
          endcase
        end
      end
endmodule 

===== flow/run.sh =====
#!/bin/bash
# OpenROAD 26Q1-2900-gdf79404cd8, Yosys 0.63+post, stock flow scripts
make -C /OpenROAD-flow-scripts/flow DESIGN_CONFIG=/design/flow/config.mk WORK_HOME=/design/flow/orfs finish

===== flow/config.mk =====
export PLATFORM = sky130hd
export DESIGN_NAME = ROM_Authentication
export DESIGN_NICKNAME = ROM_Authentication
export VERILOG_FILES = /design/flow/design.v
export SDC_FILE = /design/flow/constraint.sdc
export NUM_CORES = 4
export LEC_CHECK = 1
export CORE_AREA = 10 10 89 89
export DIE_AREA = 0 0 99 99

===== flow/constraint.sdc =====
current_design ROM_Authentication

set clk_period 1.6
set clk_io_pct 0.2

create_clock -name clk0 -period $clk_period [get_ports {clk}]

set non_clock_inputs [all_inputs -no_clocks]
set_input_delay [expr $clk_period * $clk_io_pct] -clock clk0 $non_clock_inputs
set_output_delay [expr $clk_period * $clk_io_pct] -clock clk0 [all_outputs]

==> summary.txt <==
fmax = 0.717 GHz
top cells, area = dfxtp_1 37%, edfxtp_1 28%, xor2_1 4.0%
Mapped Cells = 71
crit share post-route = 87.2%
CTS tree = built
post-CTS setup buffers = 0
Switch Pwr = 0.211 mW
fin util = 19.2%
Fin Setup TNS = 0 ns
Worst Max-Slew Pin Slew = 0.522 ns
total grt overflow = 0
hold buffers post-CTS = 0
post-DP HPWL = 1340 um
register share of total power = 60.9%
vias in the first global route = 547
r2r worst-path depth = 3
endpoints failing hold = 0
Area leader share = 36.8%
Mean Syn Cell Area = 12.3 um2
TritonCTS Buffers = 3
clk_skew = 0.00126 ns
Total GRT Usage = 3.38%
Setup Viol. Count Final = 0
Yosys chip area = 871 um2
static leakage = 0.417 nW
CTS root buf = clkbuf_8
Die Y = 99 um
worst setup margin = 0.204 ns
Antenna diodes = 0
die area = 9800 um2
Arr. time, crit path = 1.08 ns
Crit. End Element = primary output
VDD IR max = 529 uV
CP startpoint kind = register
worst hold path depth = 2
crit path buf inv count = 1
WL/cell = 10.4 um
floorplan-stage core utilization = 14.5%
Critical-path top delay cell = clkdlybuf4s50_1
Unique cell types = 24
io pins = 19
Reg-to-Reg End = Logged_Out
max cap viols = 0
via/cell ratio = 3.33
CTS sink cnt = 24
worst-skew pair later-pin latency = 0.26 ns
share of cells above drive strength 1 = 7.78%
Cell Area, Synth = 871 um2
final wirelength = 1710 um
Vias = 549
Hold/Removal Path Class = reg2reg
Yosys top cell by area = dfxtp_1
combinational group share of total power = 5.9%
tool warning count = 25
Tmin final = 1.40 ns
detailed router's first-iteration violation count = 20
antenna violations before repair = 0
Largest stage delay, worst path = 0.48 ns
CP top delay family = buffers and inverters
PortBufs = 15
number of cell rows = 28
status = complete, no violations
dpl ws = 0.142 ns
largest net degree at the start of global routing = 14
Reg2Reg Launch Point = State[5]
Final Max Slew Viols = 0
Crit Path Class = reg2out
slew margin rel. = 64.9%
hold wc startpoint = ROM_addr[1]
PD cells = 921 nW/um2
gpl congestion = 0.764
reg2reg setup slack = 0.24 ns
Synth flops = 24
crit-path max FO = 2
area added between synthesis and finish = 32.3%
cell chain of the critical path = clkdlybuf4s50_1
# Cells Yosys = 71
Synth Seq Share = 64.4%
drt pass-1 iters = 4
clock network power share = 33.1%
remaining antenna violation count = 0
Remaining DRCs = 0
crit path launch = ROM_addr[0]
CTS Buffer Depth = 2
Hold Crit Endpoint = ROM_addr[1]
internal power = 0.851 mW
Sw Share = 19.9%
htree depth = 1
Clock transition at path regs = 0.08 ns
CP required = 1.28 ns
post_cts resized = 0
first-pass GRT wire length = 2700 um
core area = 5990 um2
RSZ-0062 raised after global routing = false
Syn. warnings = 1
chip width = 99 um
metrics by stage:
stage          hold WS (ns)  area, um2  total power, mW  instances
2_1_floorplan         0.392        878            0.686         73
3_3_place_gp          0.485       1110            0.724        161
3_5_place_dp          0.483       1110            0.724        161
4_1_cts               0.507       1150             1.07        165
5_1_grt               0.543       1150             1.11        165
6_report              0.502       1150             1.06        165
Yosys cell counts:
cell type   n
and3_1      2
edfxtp_1    8
or3_1       1
xor2_1      4
nand2b_1    1
o32a_1      1
conb_1      1
and2_1      5
nor2_1      5
o21ai_0     2
ha_1        1
o311ai_1    1
buf_4       4
nor2b_1     1
nand3_1     3
inv_1       2
xnor2_1     1
mux2i_1     3
a21oi_1     3
dfxtp_1    16
and2_2      1
or4_4       1
nor3_1      1
nor4_1      3
cell type report:
class / count / area [um2]
Timing Repair Buffer: 17 / 165
Inverter: 2 / 7.51
Fill cell: 642 / 4840
Sequential cell: 24 / 561
Multi-Input combinational cell: 43 / 280
Clock inverter: 1 / 3.75
Clock buffer: 3 / 41.3
Tap cell: 75 / 93.8
worst min-delay path: stages (launching register included):
cell and delay [ns]:
dfxtp_1 0.33, mux2i_1 0.06, nor2_1 0.07
logic make-up (layout without fill, tap and decap cells):
group | after synthesis | count (layout) | share of synthesized area (%)
mux | 3 | 3 | 3.45
xor+xnor | 5 | 5 | 5.03
fa+ha+maj | 1 | 1 | 1.44
buf+inv | 6 | 23 | 4.31
flops | 24 | 24 | 64.4
simple gates | 24 | 24 | 15.9
compound gates | 7 | 7 | 5.03
other cells | 1 | 3 | 0.431
routing by layer:
metal  part of all wire, %  vias to the layer above  global-route usage (%)
li1                      -                      279                       -
met1                    50                      252                    4.37
met2                    36                       16                    4.06
met3                    13                        2                    3.03
met4                   1.3                        0                   0.662
met5                     0                        -                       0
registers in the layout, summed over array words and instances, names as in the netlist:
signal       cells
Logged_In        1
Password_AC      4
SFSG             1
Logged_Out       1
ROM_Data         4
State            9
Cnt              2
ROM_addr         2
cell usage in the layout, fill, tap and decap left out, drive strengths merged:
master,instances
nor2,5
dfxtp,16
inv,2
or3,1
nor4,3
conb,3
o311ai,1
o21ai,2
buf,2
clkdlybuf4s50,15
nor2b,1
nand2b,1
or4,1
mux2i,3
clkbuf,3
clkinv,1
a21oi,3
and3,2
ha,1
nor3,1
edfxtp,8
o32a,1
nand3,3
and2,6
xor2,4
xnor2,1
worst max-delay path by stage:
stage                 slack [ns]           to  cells past startpoint
after CTS                   0.18  ROM_addr[1]                      1
after global routing        0.12  ROM_addr[1]                      1
final                       0.20  ROM_addr[0]                      1
power groups by stage:
stage                 registers (mW)  clock network, mW  logic [mW]
after CTS                      0.647              0.359      0.0637
after global routing           0.649              0.395      0.0680
final                          0.647              0.352      0.0630
No activity file was given, so power comes from the tool's default toggle rates.
